<file path="flow/config.mk">
export PLATFORM = sky130hd
export DESIGN_NAME = syncounterdown
export DESIGN_NICKNAME = syncounterdown
export VERILOG_FILES = /design/flow/design.v
export SDC_FILE = /design/flow/constraint.sdc
export NUM_CORES = 4
export LEC_CHECK = 1
export CORE_AREA = 10 10 70 70
export DIE_AREA = 0 0 80 80
</file>
<file path="flow/run.sh">
#!/bin/bash
# OpenROAD 26Q1-2900-gdf79404cd8, Yosys 0.63+post, stock flow scripts
make -C /OpenROAD-flow-scripts/flow DESIGN_CONFIG=/design/flow/config.mk WORK_HOME=/design/flow/orfs finish
</file>
<file path="flow/design.v">
module syncounterdown(clock, reset, enable, count_out);
input clock, reset,enable;
output [7:0] count_out;
wire clock, reset, enable;
reg [7:0] count_out;
always @(posedge clock) begin
if(count_out == 8'b00000000)begin
count_out<= #1 8'b11111111;
end
if(reset == 1'b1) begin
count_out <= #1 8'b11111111;
end
else if (enable == 1'b1) begin
count_out <= #1 count_out-1'b1;
end
end
endmodule
</file>
<file path="flow/constraint.sdc">
current_design syncounterdown

set clk_period 2.1
set clk_io_pct 0.2

create_clock -name clk0 -period $clk_period [get_ports {clock}]

set non_clock_inputs [all_inputs -no_clocks]
set_input_delay [expr $clk_period * $clk_io_pct] -clock clk0 $non_clock_inputs
set_output_delay [expr $clk_period * $clk_io_pct] -clock clk0 [all_outputs]
</file>
==> results.sh <==
# source this file to load flow results
export IMPL_status="completed"
export IMPL_ant_diodes=0
export IMPL_final_setup_viol_count=0
export IMPL_postSynthCellCount=54
export IMPL_critPathRequiredTime_ns=1.68
export IMPL_finalCriticalPeriod_ns=1.67
export IMPL_final_hold_viol_count=0
export IMPL_globalRouteTotalUtil_pct=3.49
export IMPL_sequential_cell_area_sq_um=160
export IMPL_path_max_fanout=7
export IMPL_synth_warnings=1
export IMPL_gpl_final_weighted_congestion=0.814
export IMPL_die_size_x_um=80
export IMPL_overflow=0
export IMPL_crit_path_cell_trace="clkdlybuf4s50_1"
export IMPL_crit_path_end_kind="output pin"
export IMPL_yosys_register_bits=8
export IMPL_grt_pass1_wl_mm=1.81
export IMPL_flip_flop_count_of_the_largest_register_after_layout=8
export IMPL_dpl_cell_area_sq_um=599
export IMPL_dieHeight_um=80
export IMPL_antenna_found_initial=0
export IMPL_coreArea_sq_mm=0.00342
export IMPL_post_cts_resized=0
export IMPL_detail_route_first_pass_iterations=4
export IMPL_clk_pin_slew_ns=0.06
export IMPL_syn_avg_cell_area_sq_um=8.20
export IMPL_layout_top_cells="10 x clkdlybuf4s50_1, 8 x dfxtp_1, 7 x nor2_1"
export IMPL_fill_cells=387
export IMPL_clock_root_buffer="clkbuf_4"
export IMPL_cts_max_level=1
export IMPL_antenna_violating_nets_post_route=0
export IMPL_cts_tree="built"
export IMPL_layout_drive_gt1_share_pct=12.1
export IMPL_worst_setup_path_type="flop to output pin"
export IMPL_timing_reg2reg_setup_slack_ns=0.52
export IMPL_vdd_drop_max_mv=0.110
export IMPL_cts_hold_buffers_added=0
export IMPL_sequential_element_share_of_the_synthesized_area_pct=36.2
export IMPL_top_register="count_out"
export IMPL_timing_worst_slew_pin_value_ns=0.339
export IMPL_warnings=26
export IMPL_numCtsBuffers=3
export IMPL_rows=21
export IMPL_top_level_ports=11
export IMPL_clock_path_buffers=2
export IMPL_critPathMaxStageDelay_ns=0.53
export IMPL_final_setup_skew_ns=0.00357
export IMPL_area_growth_pct=40.4
export IMPL_synthesized_area_sq_um=443
export IMPL_dr_total_vias=449
export IMPL_yosys_cell_types=25
export IMPL_drt_wirelength_per_cell_um=10.2
export IMPL_worst_r2r_path_cells=4
export IMPL_crit_path_buf_inv_count=1
export IMPL_die_area_sq_mm=0.00640
export IMPL_portBuffers=10
export IMPL_fin_area_sq_um=622
export IMPL_drt_drc_violations_left=0
export IMPL_hold_path_cell_count=1
export IMPL_power_per_cell_area_mw_per_mm2=512
export IMPL_drt_wl_total_mm=1.14
export IMPL_maxCapViolations=0
export IMPL_hpwlAfterDp_um=862
export IMPL_worst_slew_margin_rel_pct=77.4
export IMPL_comb_area_sq_um=263
export IMPL_path_depth=1
export IMPL_detailedRoute_firstIterationViolations=43
export IMPL_pin_count_of_the_biggest_net_entering_global_routing=10
export IMPL_post_drt_via_cell_ratio=4.01
export IMPL_layout_top_registers="count_out (8)"
export IMPL_cts_setup_buffers=0
export IMPL_timing_fmax_mhz=597
export IMPL_hold_path_class="flop to flop"
export IMPL_clock_latency_ns=0.25
export IMPL_start_kind="flop"
export IMPL_initial_utilization_pct=13.0
export IMPL_synth_cells_yosys=54
export IMPL_slew_limit_fails=0
export IMPL_yosys_stat_area_sq_um=443
export IMPL_fin_tns_setup_ns=0
export IMPL_cts_sink_count=8
export IMPL_via_count_of_the_first_global_routing_pass=381
export IMPL_finalCritPeriodShare_pct=79.7
export IMPL_p_leak_nw=0.235
export IMPL_slowest_stage="clkdlybuf4s50_1"
export IMPL_layout_top_cell="clkdlybuf4s50_1"
export IMPL_grt_setup_unrepaired="no"
export IMPL_worst_path_dominant_cell_family="buffers and inverters"
export IMPL_timing_critical_path_arrival_ns=1.25
[synthesized netlist by cell type, drive strengths merged]
library cell  number  area (sq um)
nor2               8          32.5
buf                1          5.00
ha                 2          25.0
or4                1          11.3
o21bai             1          7.51
o311ai             1          8.76
nor3b              1          18.8
nor4               2          12.5
nand2              6          22.5
nor3               2          10.0
a211oi             1          7.51
inv                3          11.3
a21oi              5          25.0
xnor2              2          17.5
o41ai              1          8.76
a21o               1          7.51
dfxtp              8           160
nand4b             1          8.76
nand3              1          5.00
or3                1          7.51
o21ai              1          5.00
clkbuf             1          3.75
nor2b              1          6.26
o31ai              2          15.0
[cell type report]
cell class              instances  area share [%]
multi-input cells              41            42.3
flip-flops and latches          8            25.8
repair buffers                 11            17.3
well taps                      46            9.26
clock buffers                   3            3.62
inverters                       3            1.81
[per-stage QoR]
step,std cells,total power [mW],hold slack (ns),utilization (%),worst slack [ns]
floorplan,54,0.184,0.456,-,0.680
global placement,109,0.202,0.522,17.5,0.505
detailed placement,109,0.202,0.515,17.5,0.502
CTS,112,0.322,0.529,18.2,0.410
global route,112,0.334,0.566,18.2,0.368
finish,112,0.318,0.538,18.2,0.426
[cell families after synthesis]
logic type,Yosys count,synth area share (%)
adder cells (fa/ha/maj),2,5.65
AND-OR/OR-AND,13,19.2
buffers and inverters,5,4.52
XOR/XNOR,2,3.96
AND/OR/NAND/NOR,24,30.5
flip-flops,8,36.2
[final timing paths]
check,from,to
worst max-delay path,count_out[6],count_out[6]
worst min-delay path,count_out[4],count_out[4]
worst max register to register,count_out[5],count_out[2]
worst min register to register,count_out[4],count_out[4]
[report_power, final]
part	total (mW)	internal, mW	switching, mW
Combinational	0.0378	0.0188	0.0190
Sequential	0.161	0.156	0.00517
Clock	0.119	0.0655	0.0539
[layer usage]
| layer | GRT usage (%) | wire (um) | vias to the layer above | share of wire, % |
|---|---|---|---|---|
| met4 | 0.704 | 15 | 0 | 1.3 |
| met2 | 4.33 | 421 | 29 | 37 |
| met3 | 2.61 | 178 | 2 | 16 |
| li1 | - | - | 217 | - |
| met5 | 0 | 0 | - | 0 |
| met1 | 4.63 | 528 | 201 | 46 |
Power is estimated from default activity; no workload was simulated.
