$ cat flow/config.mk
export PLATFORM = sky130hd
export DESIGN_NAME = syncounter
export DESIGN_NICKNAME = syncounter
export VERILOG_FILES = /design/flow/design.v
export SDC_FILE = /design/flow/constraint.sdc
export NUM_CORES = 4
export LEC_CHECK = 1
export CORE_AREA = 10 10 70 70
export DIE_AREA = 0 0 80 80
$ cat flow/constraint.sdc
current_design syncounter

set clk_period 1.9
set clk_io_pct 0.2

create_clock -name clk0 -period $clk_period [get_ports {clock}]

set non_clock_inputs [all_inputs -no_clocks]
set_input_delay [expr $clk_period * $clk_io_pct] -clock clk0 $non_clock_inputs
set_output_delay [expr $clk_period * $clk_io_pct] -clock clk0 [all_outputs]
$ cat flow/design.v
module syncounter(clock, reset, enable, count_out);
input clock, reset,enable;
output [7:0] count_out;
wire clock, reset, enable;
reg [7:0] count_out;
always @(posedge clock) begin
if(reset == 1'b1) begin
count_out <= #1 8'b00000000;
end
else if (enable == 1'b1) begin
count_out <= #1 count_out+1'b1;
end
end
endmodule
$ cat flow/run.sh
#!/bin/bash
# OpenROAD 26Q1-2900-gdf79404cd8, Yosys 0.63+post, stock flow scripts
make -C /OpenROAD-flow-scripts/flow DESIGN_CONFIG=/design/flow/config.mk WORK_HOME=/design/flow/orfs finish
==> run_results.csv <==
group,metric,value,unit
outcome,outcome,"complete, no violations",
placement,hpwl,604,um
critical_path,cpPeakStageDelay,0.52,ns
yosys,synthCells,37,
critical_path,worst-path-buf-inv,1,
clock_network,cts_root_buffer,"clkbuf_4",
grt,gr-usage-all-layers,2.56,%
layout,post-route-util,14.9,%
power,peakVddDrop,0.000313,V
yosys,yosys_area,339,um^2
yosys,synthXorXnorAreaFrac,10.3,%
yosys,ys_sh_simple,23.6,%
critical_path,cp.required,1.52,ns
critical_path,crit_chain,"clkdlybuf4s50_1",
power,power_density,661,nW/um^2
routing,wl,801,um
routing,post_drt_via_cell_ratio,3.07,
sta,rsz0062_at_grt,"no",
grt,antenna_found_initial,0,
critical_path,slowest_stage,"clkdlybuf4s50_1",
yosys,numSynthFlops,8,
yosys,yosysTopAreaCell,"dfxtp_1",
critical_path,crit_arrival,1.23,ns
die,die_x,80,um
clock_network,clock_sinks,8,
grt,overflow,0,
power,p_clk_share,38.8,%
critical_path,crit_fanout,6,
placement,dp.cells,91,
critical_path,reg2reg_setup_slack,0.58,ns
sta,fin_crit_sh,84.7,%
power,design_power_total,336,uW
die,fp_util,9.93,%
routing,drt_first_pass_iters,4,
clock_network,ctsResizeCount,0,
die,core.rowCount,21,
layout,largest_reg_flops,8,
placement,dpl_cell_area,485,um^2
run,maxCapViolCount,0,
yosys,area_leaders,"dfxtp_1, xor2_1, nor2_1, or3_1, a21oi_1",
grt,grt_pass1_wl,1.30,mm
power,seq_power_share,53.3,%
layout,area_growth,49.8,%
die,core_area,3420,um^2
layout,drive_above_1_share,8.33,%
sta,hold_viol_final,0,
routing,wire_per_inst,8.52,um
die,die_y,80,um
critical_path,startpoint_type,"flip-flop",
routing,diodes,0,
hold_path,whs_endpoint,"count_out[7]",
die,fp.dieArea,6400,um^2
routing,via_count,289,
layout,top_register,"count_out",
yosys,postSynthSeqShare,47.2,%
power,swShare,22.0,%
layout,final_common_cell,"clkdlybuf4s50_1",
layout,lay_top_cells,"clkdlybuf4s50_1, dfxtp_1, nor2_1",
sta,worst_pin_slew,0.305,ns
yosys,synth_cell_types,15,
critical_path,end_kind,"output pin",
layout,fin_cells,94,
placement,pre_cts_ws,0.117,ns
sta,worst_hold_slack,0.485,ns
clock_network,hold_buffers,0,
grt,grt_start_max_net_pins,9,
sta,setup_slack,0.291,ns
yosys,yosysCellCount,37,
clock_network,post-cts-setup-buffers,0,
sta,setup_viol,0,
placement,gp_congestion,0.798,
power,leakage,0.174,nW
critical_path,r2r-start,"count_out[0]",
yosys,ys_sh_aoi,8.86,%
power,combinationalPowerShare,7.9,%
grt,grt_pass1_vias,261,
routing,remaining_drc_errors,0,
routing,final_antenna_net_count,0,
yosys,avgSynthCellArea,9.16,um^2
layout,reg_top3,"count_out: 8 flops",
clock_network,cts_tree,"done",
clock_network,htreeDepth,1,
clock_network,cts_made_buffers,3,
critical_path,critical_path.top_delay_family,"buffers and inverters",
critical_path,crit_type,"flip-flop to output pin",
sta,setup_tns,0,ns
sta,max_freq,621,MHz
hold_path,holdCritPathClass,"flip-flop to flip-flop",
clock_network,clockBufferDepth,2,
power,power.net_switching,73.8,uW
critical_path,reg2reg_depth,4,
hold_path,holdPathStages,2,
yosys,synth_top_area_share,47.2,%
sta,finalCriticalPeriod,1.61,ns
clock_network,clk_pin_slew_worst_paths,0.06,ns
placement,portBuffers,10,
yosys,syn-cell-area,339,um^2
power,p_int,262,uW
sta,max_slew_margin,79.6,%
clock_network,clock_latency,0.25,ns
sta,slew_viol_final,0,
hold_path,min-delay-start,"count_out[7]",
sta,clock_skew,0.00486,ns
yosys,topCombFamilyByArea,"simple AND/OR/NAND/NOR gates",
die,pin_count,11,
layout,stdcell_area,508,um^2
layout,fill_cells,395,
critical_path,reg2reg_to,"count_out[6]",
run,warnings,25,
yosys,synth_warnings,1,
routing,dr.first_iter.drc_count,22,
yosys,mux_share,2.95,%
yosys,adder_share,3.69,%
[area by class of cell]
| type | instances | area, um^2 | share of cell area (%) |
|---|---|---|---|
| Multi-Input combinational cell | 27 | 168 | 33.0 |
| Clock buffer | 3 | 22.5 | 4.43 |
| Sequential cell | 8 | 160 | 31.5 |
| Tap cell | 46 | 57.6 | 11.3 |
| Timing Repair Buffer | 10 | 100 | 19.7 |
[how the worst max path moves through the flow]
| stage | end | from | depth (start not counted) | slack (ns) |
|---|---|---|---|---|
| after CTS | count_out[3] | count_out[3] | 1 | 0.29 |
| after global routing | count_out[2] | count_out[2] | 1 | 0.21 |
| final | count_out[3] | count_out[3] | 1 | 0.29 |
[layer usage]
| metal | GRT usage, % | up-vias | wire length (um) |
|---|---|---|---|
| met4 | 0.176 | 0 | 0 |
| met3 | 2.61 | 0 | 147 |
| met2 | 2.01 | 13 | 188 |
| met5 | 0 | - | 0 |
| li1 | - | 153 | - |
| met1 | 4.11 | 123 | 465 |
[Yosys cell counts, drive strengths merged]
| library cell | instances |
|---|---|
| buf | 2 |
| mux2i | 1 |
| or3 | 3 |
| nand4 | 3 |
| xnor2 | 1 |
| ha | 1 |
| dfxtp | 8 |
| xor2 | 3 |
| nor2 | 5 |
| nand3 | 2 |
| o21ai | 3 |
| nand2 | 2 |
| a21oi | 3 |
[tightest hold or removal path, cell delays in order (launching register included)]
cell and delay (ns):
dfxtp_1 0.31, o21ai_0 0.07, a21oi_1 0.06
[cell families after synthesis]
| family | Yosys count |
|---|---|
| AND-OR/OR-AND | 6 |
| adder cells (fa/ha/maj) | 1 |
| multiplexers | 1 |
| flip-flops | 8 |
| XOR/XNOR | 4 |
| buffers and inverters | 2 |
| AND/OR/NAND/NOR | 15 |
[power by group through the flow]
stage | Combinational (mW) | Sequential [mW] | Clock (mW)
after global routing | 0.0297 | 0.179 | 0.146
final | 0.0267 | 0.179 | 0.130
after CTS | 0.0273 | 0.179 | 0.134
Power and IR drop assume default switching activity.
